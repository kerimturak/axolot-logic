==> flow/design.v <==
package uart_pkg;
  parameter DATA_WIDTH = 8;
  parameter FIFO_DEPTH = 16;
  parameter CLK_PERIOD = 10;   
  parameter BAUD_DIV = 104;   
  parameter BAUD_CLK_PERIOD = CLK_PERIOD * BAUD_DIV;
  typedef enum logic [1:0] {
    IDLE,
    SENDING_START,
    SENDING_DATA,
    SENDING_STOP
  } state_t;
endpackage
module count_fifo #(   
    parameter DATA_WIDTH = 8,
    parameter FIFO_DEPTH = 4
) (
    input logic clk,
    input logic rst,
    input logic wr_en,
    input logic rd_en,
    input logic [DATA_WIDTH-1:0] wdata,
    output logic [DATA_WIDTH-1:0] rdata,
    output logic full,
    output logic empty
);
  localparam ADDR_WIDTH = $clog2(FIFO_DEPTH);
  logic [DATA_WIDTH-1:0] fifo_mem[FIFO_DEPTH];
  logic [ADDR_WIDTH-1:0] write_ptr, read_ptr;
  logic [ADDR_WIDTH:0] fifo_count;
  always_ff @(posedge clk) begin
    if (rst) begin
      write_ptr  <= 0;
      read_ptr   <= 0;
      fifo_count <= 0;
    end else begin
      case ({
        wr_en, rd_en
      })
        2'b10:   fifo_count <= fifo_count + 1;
        2'b01:   fifo_count <= fifo_count - 1;
        default: fifo_count <= fifo_count;
      endcase
      if (wr_en && !full) begin
        fifo_mem[write_ptr] <= wdata;
        write_ptr <= write_ptr + 1;
      end
      if (rd_en && !empty) begin
        rdata <= fifo_mem[read_ptr];
        read_ptr <= read_ptr + 1;
      end
    end
  end
  assign full  = (fifo_count == FIFO_DEPTH);
  assign empty = (fifo_count == 0);
endmodule
module le_fifo #(
    parameter DATA_WIDTH = 8,
    parameter FIFO_DEPTH = 4
) (
    input logic clk,
    input logic rst,
    input logic wr_en,
    input logic rd_en,
    input logic [DATA_WIDTH-1:0] wdata,
    output logic [DATA_WIDTH-1:0] rdata,
    output logic full,
    output logic empty
);
  localparam ADDR_WIDTH = $clog2(FIFO_DEPTH);
  logic [DATA_WIDTH-1:0] fifo_mem[FIFO_DEPTH];
  logic [ADDR_WIDTH-1:0] write_ptr, read_ptr;
  always_ff @(posedge clk) begin
    if (rst) begin
      write_ptr <= 0;
      read_ptr  <= 0;
    end else begin
      if (wr_en && !full) begin
        fifo_mem[write_ptr] <= wdata;
        write_ptr <= write_ptr + 1;
      end
      if (rd_en && !empty) begin
        rdata <= fifo_mem[read_ptr];
        read_ptr <= read_ptr + 1;
      end
    end
  end
  assign full  = ((write_ptr + 1'b1) == read_ptr);
  assign empty = (write_ptr == read_ptr);
endmodule
module wbit_fifo #(
    parameter DATA_WIDTH = 8,
    parameter FIFO_DEPTH = 4
) (
    input logic clk,
    input logic rst,
    input logic wr_en,
    input logic rd_en,
    input logic [DATA_WIDTH-1:0] wdata,
    output logic [DATA_WIDTH-1:0] rdata,
    output logic full,
    output logic empty
);
  localparam ADDR_WIDTH = $clog2(FIFO_DEPTH);
  logic [DATA_WIDTH-1:0] fifo_mem[FIFO_DEPTH];
  logic [ADDR_WIDTH:0] write_ptr, read_ptr;
  logic wrap_around;
  always_ff @(posedge clk) begin
    if (rst) begin
      write_ptr <= 0;
      read_ptr  <= 0;
    end else begin
      if (wr_en && !full) begin
        fifo_mem[write_ptr[ADDR_WIDTH-1:0]] <= wdata;
        write_ptr <= write_ptr + 1;
      end
      if (rd_en && !empty) begin
        rdata <= fifo_mem[read_ptr[ADDR_WIDTH-1:0]];
        read_ptr <= read_ptr + 1;
      end
    end
  end
  assign wrap_around = (write_ptr[ADDR_WIDTH] ^ read_ptr[ADDR_WIDTH]);
  assign full = wrap_around & (write_ptr[ADDR_WIDTH-1:0] == read_ptr[ADDR_WIDTH-1:0]);
  assign empty = (write_ptr == read_ptr);
endmodule
`timescale 1ns / 1ps
module uart_tx #(   
    parameter DATA_WIDTH = 8,
    parameter FIFO_DEPTH = 32
) (
    input  logic        clk_i,
    input  logic        rst_ni,
    input  logic [15:0] baud_div_i,
    input  logic        tx_we_i,
    input  logic        tx_en_i,
    input  logic [ 7:0] din_i,
    output logic        full_o,
    output logic        empty_o,
    output logic        tx_bit_o
);
  localparam DEPTH = 32;
  logic [ 7:0] data;
  logic [ 9:0] frame;
  logic [ 3:0] bit_counter;
  logic [15:0] baud_counter;
  logic        baud_clk;
  logic        rd_en;
  enum logic [1:0] {
    IDLE,
    LOAD,
    SENDING
  }
      state, next_state;
  wbit_fifo #(
      .DATA_WIDTH(DATA_WIDTH),
      .FIFO_DEPTH(FIFO_DEPTH)
  ) tx_buffer (
      .clk  (clk_i),
      .rst  (!rst_ni),
      .wr_en(tx_we_i),
      .rd_en(rd_en),
      .wdata(din_i),
      .rdata(data),
      .full (full_o),
      .empty(empty_o)
  );
  always_comb begin
    next_state = state;
    case (state)
      IDLE:    if (!empty_o && tx_en_i) next_state = LOAD;
      LOAD:    next_state = SENDING;
      SENDING: if (bit_counter == 4'd9) next_state = (!empty_o && tx_en_i) ? LOAD : IDLE;
    endcase
    frame = {1'b1, data, 1'b0};
    tx_bit_o = (state == SENDING) ? frame[bit_counter] : 1'b1;
    rd_en = (state == LOAD);
  end
  always_ff @(posedge clk_i) begin
    if (!rst_ni) begin
      state        <= IDLE;
      baud_clk     <= 1'b0;
      baud_counter <= 16'd0;
      bit_counter  <= 4'd0;
    end else begin
      if (baud_clk || (bit_counter == 4'b0)) state <= next_state;
      if (tx_en_i) begin
        if (baud_counter == baud_div_i - 16'b1) begin
          baud_counter <= 16'd0;
          baud_clk     <= 1'b1;
        end else begin
          baud_counter <= baud_counter + 16'b1;
          baud_clk     <= 1'b0;
        end
      end else begin
        baud_counter <= 16'd0;
        baud_clk <= 1'b0;
      end
      if (baud_clk) begin
        bit_counter <= (state == SENDING && bit_counter != 4'd9) ? bit_counter + 4'b1 : 4'd0;
      end
    end
  end
endmodule
module uart #(
    parameter DATA_WIDTH = 8,
    parameter FIFO_DEPTH = 16
) (
    input  logic        clk_i,        
    input  logic        rst_ni,       
    input  logic        stb_i,        
    input  logic [ 1:0] adr_i,        
    input  logic [ 3:0] byte_sel_i,   
    input  logic        we_i,         
    input  logic [31:0] dat_i,        
    output logic [31:0] dat_o,        
    input  logic        uart_rx_i,    
    output logic        uart_tx_o     
);
  logic                                                                                                               [          15:0] baud_div_reg;   
  logic                                                                                                                                tx_en_reg;   
  logic                                                                                                                                rx_en_reg;   
  logic                                                                                                                                tx_full_o;   
  logic                                                                                                                                tx_empty_o;   
  logic                                                                                                                                rx_full_o;   
  logic                                                                                                                                rx_empty_o;   
  logic                                                                                                                                rx_frame_error;   
  logic                                                                                                                                tx_we_o;   
  logic                                                                                                                                rx_re_o;   
  logic                                                                                                               [DATA_WIDTH-1:0] dout_o;   
  logic                                                                                                               [          31:0] rdata;
  logic                                                                                                                                rd_state;
  enum logic [1:0] {UART_BAUD_ADDR = 2'b00, UART_CTRL_ADDR = 2'b01, UART_STATUS_ADDR = 2'b10, UART_DATA_ADDR = 2'b11}                  uart_reg_e;
  uart_tx #(
      .DATA_WIDTH(DATA_WIDTH),
      .FIFO_DEPTH(FIFO_DEPTH)
  ) uart_tx_inst (
      .clk_i     (clk_i),
      .rst_ni    (rst_ni),
      .baud_div_i(baud_div_reg),
      .tx_we_i   (tx_we_o),
      .tx_en_i   (tx_en_reg),
      .din_i     (dat_i[DATA_WIDTH-1:0]),
      .full_o    (tx_full_o),
      .empty_o   (tx_empty_o),
      .tx_bit_o  (uart_tx_o)
  );
  uart_rx #(
      .DATA_WIDTH(DATA_WIDTH),
      .FIFO_DEPTH(FIFO_DEPTH)
  ) uart_rx_inst (
      .clk_i     (clk_i),
      .rst_ni    (rst_ni),
      .baud_div_i(baud_div_reg),
      .rx_re_i   (rx_re_o),
      .rx_en_i   (rx_en_reg),
      .dout_o    (dout_o),
      .full_o    (rx_full_o),
      .empty_o   (rx_empty_o),
      .rx_bit_i  (uart_rx_i)
  );
  always_ff @(posedge clk_i) begin
    if (!rst_ni) begin
      baud_div_reg <= 16'd0;
      tx_en_reg    <= 1'b0;
      rx_en_reg    <= 1'b0;
    end else if (stb_i && we_i) begin
      unique case (adr_i)
        UART_BAUD_ADDR: begin
          if (byte_sel_i[0] || byte_sel_i[1]) baud_div_reg <= dat_i[15:0];
        end
        UART_CTRL_ADDR: begin
          if (byte_sel_i[0]) begin
            tx_en_reg <= dat_i[0];
            rx_en_reg <= dat_i[1];
          end
        end
        default: ;   
      endcase
    end
  end
  always_comb begin
    tx_we_o = 1'b0;
    rx_re_o = 1'b0;
    if (stb_i) begin
      unique case (adr_i)
        UART_DATA_ADDR: begin
          if (we_i) begin
            tx_we_o = ~tx_full_o;
          end else begin
            rx_re_o = ~rx_empty_o;
          end
        end
        default: ;
      endcase
    end
  end
  always_ff @(posedge clk_i) begin
    if (!rst_ni) begin
      rdata <= '0;
      rd_state <= '0;
    end else begin
      rdata <= rdata;
      rd_state <= stb_i && adr_i == UART_DATA_ADDR && !we_i;
      if (stb_i) begin
        unique case (adr_i)
          UART_BAUD_ADDR:   rdata <= {16'b0, baud_div_reg};
          UART_CTRL_ADDR:   rdata <= {29'b0, rx_en_reg, tx_en_reg};
          UART_STATUS_ADDR: rdata <= {27'b0, rx_frame_error, rx_empty_o, rx_full_o, tx_empty_o, tx_full_o};
          default:          rdata <= '0;
        endcase
      end
    end
  end
  assign dat_o = rd_state ? {{(32 - DATA_WIDTH) {1'b0}}, dout_o} : rdata;
endmodule
module uart_rx #(
    parameter DATA_WIDTH = 8,
    parameter FIFO_DEPTH = 16
) (
    input logic        clk_i,        
    input logic        rst_ni,       
    input logic [15:0] baud_div_i,   
    input logic        rx_re_i,      
    input logic        rx_en_i,      
    input logic        rx_bit_i,     
    output logic [DATA_WIDTH-1:0] dout_o,   
    output logic                  full_o,   
    output logic                  empty_o   
);
  localparam COUNTER_WIDTH = $clog2(DATA_WIDTH + 1);
  logic [   DATA_WIDTH-1:0] rx_data_reg;   
  logic [COUNTER_WIDTH-1:0] bit_counter;   
  logic [             15:0] baud_counter;   
  typedef enum logic [1:0] {
    IDLE,   
    START_BIT,   
    DATA_BITS,   
    STOP_BIT   
  } state_t;
  state_t state, next_state;
  logic mid_tick;
  logic end_tick;
  assign mid_tick = (baud_counter == (baud_div_i >> 1));
  assign end_tick = (baud_counter == baud_div_i);
  wbit_fifo #(
      .DATA_WIDTH(DATA_WIDTH),
      .FIFO_DEPTH(FIFO_DEPTH)
  ) rx_buffer (
      .clk  (clk_i),
      .rst  (!rst_ni),
      .wr_en(rx_we),
      .rd_en(rx_re_i),
      .wdata(rx_data_reg),
      .rdata(dout_o),
      .full (full_o),
      .empty(empty_o)
  );
  assign rx_we = (state == STOP_BIT) && end_tick;
  always_comb begin
    next_state = state;
    unique case (state)
      IDLE: begin
        if (rx_en_i && !rx_bit_i && !full_o) begin
          next_state = START_BIT;
        end
      end
      START_BIT: begin
        if (mid_tick) begin
          if (!rx_bit_i) begin
            next_state = DATA_BITS;
          end else begin
            next_state = IDLE;
          end
        end
      end
      DATA_BITS: begin
        if (mid_tick && bit_counter == DATA_WIDTH - 1) begin
          next_state = STOP_BIT;
        end
      end
      STOP_BIT: begin
        if (mid_tick) begin
          if (rx_bit_i == 1'b1) begin
            next_state = IDLE;
          end
        end
      end
    endcase
  end
  always_ff @(posedge clk_i or negedge rst_ni) begin
    if (!rst_ni) begin
      state    <= IDLE;
      baud_counter <= '0;
      bit_counter <= '0;
      rx_data_reg <= '0;
    end else begin
      state <= next_state;
      if (state == IDLE || end_tick) begin
        baud_counter <= '0;
      end else begin
        baud_counter <= baud_counter + 1'b1;
      end
      if (mid_tick) begin
        if (state == DATA_BITS) begin
          rx_data_reg[bit_counter] <= rx_bit_i;
          if (bit_counter < DATA_WIDTH - 1) begin
            bit_counter <= bit_counter + 1'b1;
          end
        end else if (state == START_BIT) begin
          bit_counter <= '0;
        end
      end
    end
  end
endmodule
==> flow/run.sh <==
#!/bin/bash
# OpenROAD 26Q1-2900-gdf79404cd8, Yosys 0.63+post, stock flow scripts
make -C /OpenROAD-flow-scripts/flow DESIGN_CONFIG=/design/flow/config.mk WORK_HOME=/design/flow/orfs finish
==> flow/config.mk <==
export PLATFORM = sky130hd
export DESIGN_NAME = uart
export DESIGN_NICKNAME = uart
export VERILOG_FILES = /design/flow/design.v
export SDC_FILE = /design/flow/constraint.sdc
export NUM_CORES = 4
export LEC_CHECK = 1
export CORE_UTILIZATION = 40
==> flow/constraint.sdc <==
current_design uart

set clk_period 6.7
set clk_io_pct 0.2

create_clock -name clk0 -period $clk_period [get_ports {clk_i}]

set non_clock_inputs [all_inputs -no_clocks]
set_input_delay [expr $clk_period * $clk_io_pct] -clock clk0 $non_clock_inputs
set_output_delay [expr $clk_period * $clk_io_pct] -clock clk0 [all_outputs]
==> COMMIT_EDITMSG <==
Update PnR metrics after Yosys + OpenROAD run

* Max cap viols: 0
* Tool warning count: 55
- The number of hold buffers added after CTS was 0.
- Library cell with the largest summed area after synthesis: sky130_fd_sc_hd__edfxtp_1
* Remaining antenna violation count after routing: 0
- Via count of the first global-routing pass: 9624
- Of the cells placed in the final design, the portion with a size suffix greater than 1 is approximately 16%.
* Registers, synthesis: approximately 380
* Worst hold path cell count: 1
- Via count: around 9300
- Total core area: just over 40000 sq um
- Weighted congestion reported at the end of routability-driven placement: roughly 0.8
* Initial antenna violation count: 0
- Largest net degree at the start of global routing: around 62
* Worst-path clk slew: approximately 0.060 ns
- The max-slew check reports its worst relative slack as a little over two fifths.
* Sequential fraction of the synthesis area: slightly above 60%
- Result of the run: finished clean
* Min cycle time layout: approximately 3.7 ns
- The final timing report lists clock skew as around 0.016 ns.
* Power per Cell Area: between 200 and 300 nW/um^2
* Post-synthesis area per instance: approximately 14 sq um
- Root buffer cell: sky130_fd_sc_hd__clkbuf_16
- # Cells Yosys: between 1000 and 1500
* Grt total ovfl: 0
- For the worst reg-to-reg path, the startpoint reported by OpenROAD is uart_tx_inst.tx_buffer.read_ptr[0].
- For this run, the total global-route usage over all layers was measured as between 15 and 20%.
- In the final layout, the fill cell count is 3536.
* Per-cell routed wire length: between 15 and 20 microns
* Vertical extent of the die: 208 microns
- Worst reg2reg path endpoint: uart_tx_inst.tx_buffer.fifo_mem[1][1]
- Final slew viol count: 0
* Worst path setup slack after routing: around 3.0 ns
- Total Neg Setup Slack: 0 ns
- Per the skew report, the later register of the worst-skew pair sees a clock latency of approximately 0.54 ns.
- Layout overhead on the synthesized area: 13.5%
* Type of the tightest min-delay check: reg2reg
- Largest cells by area: sky130_fd_sc_hd__edfxtp_1 (48%), sky130_fd_sc_hd__mux4_2 (11%), sky130_fd_sc_hd__dfxtp_1 (9.4%)
* Drt via density: roughly 5.2
* Die Footprint: approximately 43000 sq um
- Start point of the critical path: uart_tx_inst.bit_counter[2]
- Portion of the clock cycle consumed by the worst path in the final layout: 54.8%
- Tally of buffers added on design ports: 41
- The worst-case IR drop observed on VDD is 0.161 mV.
* Horizontal die dimension: between 200 and 250 microns
* Depth of the worst register-to-register path: 7
* Final setup violation count: 0
- The clock tree has to reach ~380 sinks.
- Unrepaired setup endpoints after global routing: no
- First-pass DRT Iterations: 4
* # rows: ~74
- Across all register-to-register paths, the minimum setup slack is approximately 3.6 ns.
* Commonest flop: sky130_fd_sc_hd__edfxtp_1
- Initial cell density of the core: around two fifths
- Residual DRC count: 0
* Yosys stat area: 16900 sq um
- Pin placement for this block handled between 70 and 80 I/O pins.
- The H-tree was split into 2 levels.
- The worst setup path is captured at an output pin.
- CTS tree: built
- Slew at the pin with the worst max-slew slack: between 0.8 and 0.9 ns
- Wire length of the first global-routing pass: between 50000 and 60000 microns
- The largest registers in the layout are uart_rx_inst.rx_buffer.fifo_mem x128, uart_tx_inst.tx_buffer.fifo_mem x128.
- The analysis attributes to cell leakage a power of about 0.0066 uW.
* Cell count after placement: 1708
- During synthesis, Yosys emitted a total of 6 warnings.
- Upper clock frequency limit: around 270 MHz
- # diodes: 0
- Total length of routed wires: between 30000 and 40000 microns
- Crit path required time: 5.36 ns
* Gates resized, CTS repair: 0
* Hold worst-path end: rdata[0]
* HPWL reported at the end of detailed placement: about 22000 microns
* Placement-stage worst setup slack: about 2.5 ns
- Data arrival time of the critical path: between 2 and 2.5 ns
- After the first detailed-routing iteration, the DRC count stood at between 500 and 600.
- Cell count after synthesis: about 1200
* Total standard cell area after synthesis: around 17000 sq um
* Launch point of the worst hold path: rdata[0]
* Number of buffers inserted during clock tree synthesis: approximately 42
* Biggest fanout along the worst timing path: 8
- After synthesis, the share of flip-flops with an asynchronous set or reset is 8.36%.
* Post-Layout Cell Count: around 1800
* Buffers inserted by post-CTS timing repair: 0
- Netlist cell types: roughly 70
- In this run, synthesis inferred around 270 flip-flops with an integrated enable.
- Counting endpoints that fail hold in the final report gives 0.
* Number of buffers on the longest clock path: 3
- Setup CP Type: reg2out
- Worst hold slack after final layout: between 0.4 and 0.5 ns
- Per the synthesis report, the single largest cell type by area occupies about half of cell area.
- Share of the core filled with cells: between 40% and 50%
- Type of origin of the critical path: register
[worst max path at each step]
stage | to | slack (ns)
4_1_cts | uart_tx_o | 2.95
5_1_grt | uart_tx_o | 2.87
6_report | uart_tx_o | 3.03
[cell type report]
| class | instances | area (sq um) | share of cell area, % |
|---|---|---|---|
| sequential | 383 | 10600 | 55.0 |
| multi-input combinational | 698 | 5840 | 30.4 |
| clock buffer | 47 | 1090 | 5.68 |
| tap | 532 | 666 | 3.47 |
| timing repair buffer | 67 | 603 | 3.14 |
| clock inverter | 28 | 340 | 1.77 |
| inverter | 28 | 105 | 0.547 |
[cell usage in the layout (no fill, tap or decap), types with 7 or more instances in the layout]
cell                              netlist  final
sky130_fd_sc_hd__and2_1                21     21
sky130_fd_sc_hd__nand2_1               76     76
sky130_fd_sc_hd__nor2b_1               54     54
sky130_fd_sc_hd__nand3_1               23     23
sky130_fd_sc_hd__o22ai_1                7      7
sky130_fd_sc_hd__a21boi_0              18     18
sky130_fd_sc_hd__mux2_2                 7      7
sky130_fd_sc_hd__buf_4                 17     27
sky130_fd_sc_hd__conb_1                 1     16
sky130_fd_sc_hd__mux4_2                81     81
sky130_fd_sc_hd__xor2_1                68     68
sky130_fd_sc_hd__inv_1                 28     28
sky130_fd_sc_hd__nor4_1                13     13
sky130_fd_sc_hd__mux2i_1               11     11
sky130_fd_sc_hd__clkbuf_16              0     43
sky130_fd_sc_hd__o21ai_0               33     33
sky130_fd_sc_hd__clkdlybuf4s50_1        0     40
sky130_fd_sc_hd__bufinv_16              0      8
sky130_fd_sc_hd__nand2b_1               8      8
sky130_fd_sc_hd__ha_1                  21     21
sky130_fd_sc_hd__nor2_1                58     58
sky130_fd_sc_hd__edfxtp_1             272    272
sky130_fd_sc_hd__a21oi_1               28     28
sky130_fd_sc_hd__clkinv_1               0     10
sky130_fd_sc_hd__nor3_1                23     23
sky130_fd_sc_hd__nand4_1               16     16
sky130_fd_sc_hd__dfxtp_1               79     77
sky130_fd_sc_hd__dfrtp_1               31     31
sky130_fd_sc_hd__xnor2_1               36     36
[through the flow]
| stage | cell area, sq um | power [uW] |
|---|---|---|
| final | 19200 | 5470 |
| after global placement | 17800 | 3130 |
| after global routing | 19200 | 5670 |
| after floorplan | 17000 | 2990 |
| after detailed placement | 17800 | 3140 |
| after CTS | 19200 | 5530 |
[critical path, stage by stage (launching register included)]
cell                              delay [ns]
sky130_fd_sc_hd__dfxtp_1                0.50
sky130_fd_sc_hd__mux2i_1                0.24
sky130_fd_sc_hd__nor2_1                 0.05
sky130_fd_sc_hd__a311o_1                0.31
sky130_fd_sc_hd__o21ai_0                0.08
sky130_fd_sc_hd__o221ai_1               0.17
sky130_fd_sc_hd__clkdlybuf4s50_1        0.46
[cells by family (layout without fill, tap and decap cells)]
family | after synthesis | after routing | synth area share [%]
AOI/OAI and AO/OA | 115 | 115 | 4.31
xor gates and xnor gates | 104 | 104 | 5.39
adders and majority gates | 21 | 21 | 1.55
buffers and inverters | 122 | 170 | 3.40
DFF | 383 | 383 | 62.4
muxes | 99 | 99 | 11.9
other | 1 | 16 | 0.0222
and+or+nand+nor | 343 | 343 | 11.0
[Yosys cell counts (5+ instances only)]
library cell and n:
sky130_fd_sc_hd__nor3_1 23, sky130_fd_sc_hd__nand2_1 76, sky130_fd_sc_hd__nor3b_1 5, sky130_fd_sc_hd__nand2b_1 8
sky130_fd_sc_hd__ha_1 21, sky130_fd_sc_hd__nor3_2 6, sky130_fd_sc_hd__buf_2 11, sky130_fd_sc_hd__buf_4 17
sky130_fd_sc_hd__and3_1 6, sky130_fd_sc_hd__nand4_1 16, sky130_fd_sc_hd__clkbuf_1 54, sky130_fd_sc_hd__mux4_2 81
sky130_fd_sc_hd__inv_1 28, sky130_fd_sc_hd__nand3_1 23, sky130_fd_sc_hd__nor2_1 58, sky130_fd_sc_hd__edfxtp_1 272
sky130_fd_sc_hd__xor2_1 68, sky130_fd_sc_hd__and2_1 21, sky130_fd_sc_hd__dfxtp_1 79, sky130_fd_sc_hd__o21ai_0 33
sky130_fd_sc_hd__mux2i_1 11, sky130_fd_sc_hd__o22ai_1 7, sky130_fd_sc_hd__dfrtp_1 31, sky130_fd_sc_hd__a21oi_1 28
sky130_fd_sc_hd__or3_1 6, sky130_fd_sc_hd__nor2b_1 54, sky130_fd_sc_hd__xnor2_1 36, sky130_fd_sc_hd__buf_1 8
sky130_fd_sc_hd__mux2_2 7, sky130_fd_sc_hd__nor4_1 13, sky130_fd_sc_hd__a21boi_0 18
[report_power, final]
group | switching [uW] | leakage, uW | total, uW | internal, uW
clock | 902 | 0.000696 | 2380 | 1480
combinational | 150 | 0.00236 | 249 | 99.8
sequential | 153 | 0.00350 | 2840 | 2690
[routing by layer]
metal	global-route usage, %	vias up	wire (microns)
li1	-	4425	-
met4	2.89	0	623
met3	9.02	48	3640
met2	26.1	312	16000
met5	0.334	-	0
met1	25.8	4526	14800
Power figures rest on the tool's default switching activity, not on a simulated workload.
