==> /design/flow/design.v <==
package uart_pkg;
  parameter DATA_WIDTH = 8;
  parameter FIFO_DEPTH = 16;
  parameter CLK_PERIOD = 10;   
  parameter BAUD_DIV = 104;   
  parameter BAUD_CLK_PERIOD = CLK_PERIOD * BAUD_DIV;
  typedef enum logic [1:0] {
    IDLE,
    SENDING_START,
    SENDING_DATA,
    SENDING_STOP
  } state_t;
endpackage
module fifo_wc #(
    parameter DATA_WIDTH = 8,
    parameter FIFO_DEPTH = 8
) (
    input wire clk,
    input wire rst,
    input wire wr_en,
    input wire rd_en,
    input wire [DATA_WIDTH-1:0] wdata,
    output wire [DATA_WIDTH-1:0] rdata,
    output wire full,
    output wire empty
);
  localparam ADDR_WIDTH = $clog2(FIFO_DEPTH);
  reg [DATA_WIDTH-1:0] fifo_mem[FIFO_DEPTH-1:0];
  reg [ADDR_WIDTH-1:0] wr_point, rd_point;
  reg [  ADDR_WIDTH:0] fifo_count;
  reg [DATA_WIDTH-1:0] fifo_rdata;
  always @(posedge clk) begin
    if (rst) begin
      wr_point   <= 0;
      rd_point   <= 0;
      fifo_count <= 0;
    end else begin
      case ({
        wr_en, rd_en
      })
        2'b10:   fifo_count <= fifo_count + 1;
        2'b01:   fifo_count <= fifo_count - 1;
        default: fifo_count <= fifo_count;
      endcase
      if (wr_en && !full) begin
        fifo_mem[wr_point] <= wdata;
        wr_point <= wr_point + 1;
      end
      if (rd_en && !empty) begin
        fifo_rdata <= fifo_mem[rd_point];
        rd_point   <= rd_point + 1;
      end
    end
  end
  assign full  = (fifo_count == FIFO_DEPTH);
  assign empty = (fifo_count == 0);
  assign rdata = empty && (rd_en && wr_en) ? wdata : fifo_rdata;
endmodule
==> /design/flow/run.sh <==
#!/bin/bash
# OpenROAD 26Q1-2900-gdf79404cd8, Yosys 0.63+post, stock flow scripts
make -C /OpenROAD-flow-scripts/flow DESIGN_CONFIG=/design/flow/config.mk WORK_HOME=/design/flow/orfs finish
==> /design/flow/config.mk <==
export PLATFORM = sky130hd
export DESIGN_NAME = fifo_wc
export DESIGN_NICKNAME = fifo_wc
export VERILOG_FILES = /design/flow/design.v
export SDC_FILE = /design/flow/constraint.sdc
export NUM_CORES = 4
export LEC_CHECK = 1
export CORE_UTILIZATION = 50
==> /design/flow/constraint.sdc <==
current_design fifo_wc

set clk_period 2.4
set clk_io_pct 0.2

create_clock -name clk0 -period $clk_period [get_ports {clk}]

set non_clock_inputs [all_inputs -no_clocks]
set_input_delay [expr $clk_period * $clk_io_pct] -clock clk0 $non_clock_inputs
set_output_delay [expr $clk_period * $clk_io_pct] -clock clk0 [all_outputs]
==> results_dict.tcl <==
# yosys + openroad results
set metrics [dict create \
    p_comb_share_pct 15.2 \
    timing.max_cap.violations 0 \
    yosys.area_share.simple_pct 5.29 \
    violations "setup timing" \
    logic_area_um2 1020 \
    post_synth_ao_oa_area_fraction_pct 2.15 \
    clkPwrFrac_pct 31.3 \
    gp_congestion 0.807 \
    grt_max_degree 16 \
    vias 1847 \
    hold_path.class "register to register" \
    slew_violations 0 \
    clock_sinks 82 \
    clock_skew_ns 0.00795 \
    p_sw_mw 0.714 \
    max_freq_mhz 416 \
    ctsRootBufferMaster "clkbuf_8" \
    critical_path_arrival_ns 1.93 \
    fp-row-count 29 \
    drt.antenna.violating_nets 0 \
    mappedNetlistArea_um2 3430 \
    endpoint_kind "output port" \
    critical-path-top-delay-family "buffers and inverters" \
    tns_ns -0.00656 \
    final.min_clock_period_ns 2.41 \
    peakVddDrop_uv 422 \
    synth.distinct_cells 28 \
    antenna_cells 0 \
    drt-total-wl_um 6070 \
    ys_top_logic_family "multiplexers" \
    htreeDepth 3 \
    die_area_um2 7190 \
    synth-xor-area-share_pct 1.02 \
    yosys_warnings 1 \
    period_used_pct 100 \
    grt_setup_unrepaired "true" \
    status "complete, but fails checks" \
    p_sw_share_pct 23.0 \
    vias_per_cell 5.58 \
    max_slew_margin_pct 65.6 \
    firstDrtPassIters 18 \
    cp_slowest_cell "clkdlybuf4s50_1" \
    p_per_area_nw_per_um2 737 \
    yosys_area_um2 3430 \
    cts_tree "done" \
    drt_first_iter_violations 51 \
    lay_top_cells "edfxtp_1 (72), buf_4 (39), mux4_1 (16)" \
    ys_sh_mux_pct 18.7 \
    finalHoldViolCount 0 \
    cp.required_ns 1.92 \
    grt_overflow 0 \
    ys_sh_adder_pct 2.19 \
    ys_ff 82 \
    drive_gt1_share_pct 31.9 \
    pwr-share-seq_pct 53.5 \
    cts.reportedPaths.clkPinSlew_ns 0.08 \
    antenna_found_initial 0 \
    max_slew.worst_pin.slew_ns 0.515 \
    cts_buffers 9 \
    areaGrowthSynthToFinish_pct 22.8 \
    grt_use_total_pct 20.1 \
    grt_first_pass_wirelength_um 9620 \
    syn_area_per_cell_um2 18.7 \
    grt_pass1_vias 1918 \
    dpl.hpwl_um 4260 \
    drc 0 \
    clkLatencyLatePin_ns 0.34 \
    wl_per_cell_um 18.3 \
    die_h_um 84.8 \
    ys_seq_share_pct 68.9 \
    max_stage_delay_ns 0.45 \
    postLayoutSetupSlackWorst_ns -0.00589 \
    p_leak_nw 1.52 \
    cts_buffer_depth 2 \
    lay_top_count "edfxtp_1" \
    seq_area_um2 2370 \
    total_power_mw 3.10 \
    crit_chain "nor4_4 -> nand2_2 -> buf_6 -> mux2_2 -> clkdlybuf4s50_1" \
    coreArea_um2 6490 \
    warning_count 29 \
    setup_viol 2 \
    syn_inst 183 \
    cp_max_fo 4 \
    die_x_um 84.8 \
    yosysCellCount 183 \
    fp-utilization_pct 52.8 \
    n_fill_cell 432 \
    path_class "register to output port" \
    start_kind "register" \
    power.internal_mw 2.39 \
    critical_path_buf_inv_count 2 \
    io_pins 22 \
    portBuffers 21 \
]
[worst paths after layout]
kind	start	end	slack (ns)	cells past startpoint
worst max-delay path	fifo_count[3]$_SDFFE_PP0P_	rdata[7]	-0.006	5
worst min-delay path	wr_point[0]$_SDFFE_PP0P_	wr_point[0]$_SDFFE_PP0P_	0.53	2
worst max register to register	fifo_count[0]$_SDFFE_PP0P_	fifo_mem[0][6]$_DFFE_PP_	0.32	5
worst min register to register	wr_point[0]$_SDFFE_PP0P_	wr_point[0]$_SDFFE_PP0P_	0.53	2
[per-stage QoR]
step / util, % / instance area (um^2) / setup WS [ns] / hold slack, ns / instances
after floorplan: - / 3430 / 0.147 / 0.479 / 183
after global placement: 61.0 / 3960 / -0.201 / 0.501 / 311
after detailed placement: 61.0 / 3960 / -0.214 / 0.506 / 311
after CTS: 64.7 / 4200 / -0.0359 / 0.518 / 330
after global routing: 64.8 / 4210 / -0.0900 / 0.545 / 331
final: 64.8 / 4210 / -0.00589 / 0.527 / 331
[tightest hold or removal path: stages (launching register included)]
cell and delay [ns]:
dfxtp_1 0.33, o21ai_0 0.08, a21oi_1 0.06
[power groups by stage]
stage | sequential, mW | combinational [mW] | clock [mW]
global route | 1.67 | 0.515 | 1.06
finish | 1.66 | 0.470 | 0.972
CTS | 1.66 | 0.469 | 0.994
[synthesized netlist by cell type]
master	instances	area, um^2
o32ai_1	1	8.76
and2_1	1	6.26
ha_1	6	75.1
clkbuf_1	3	11.3
o21ai_0	3	15.0
a21oi_1	7	35.0
inv_1	2	7.51
dfxtp_1	10	200
clkbuf_2	1	5.00
nand3b_1	1	7.51
nor4_1	2	12.5
nor2_1	12	45.0
buf_2	1	5.00
mux2i_1	3	30.0
buf_12	1	20.0
or3_1	3	18.8
mux4_1	16	420
nor4_4	1	21.3
xor2_1	4	35.0
nand2_1	3	11.3
buf_6	1	11.3
a31oi_1	1	6.26
nor3_1	3	15.0
edfxtp_1	72	2160
nor2b_1	4	25.0
nand2b_1	3	18.8
mux2_2	17	191
a31o_2	1	8.76
[sequential cells by signal, summed over array words and instances (netlist names)]
name and cells:
fifo_rdata 8, rd_point 3, fifo_mem 64, fifo_count 4
wr_point 3
[cells by family (layout without fill, tap and decap cells)]
group / count (synthesis) / in the layout
AOI/OAI and AO/OA: 13 / 13
buffers and inverters: 9 / 80
and+or+nand+nor: 33 / 33
DFF: 82 / 82
muxes: 36 / 36
adders and majority gates: 6 / 6
xor gates and xnor gates: 4 / 4
[final cells by class]
cell class	instances	area share, %
Clock buffer	9	2.94
Inverter	2	0.178
Clock inverter	7	1.81
Sequential cell	82	56.3
Multi-Input combinational cell	92	24.2
Timing Repair Buffer	62	12.3
Tap cell	77	2.29
[metal layers]
metal  routed length [um]  track usage (%)  vias to the layer above
met5                    0                0                        -
met4                   99             2.62                        0
met3                  667             10.8                       10
met2                 2900             31.0                       74
met1                 2400             28.9                      885
li1                     -                -                      878
[repair_timing]
item	4_1_cts	5_1_grt
setup buffers	3	1
hold buffers	0	0
setup endpoints to repair	8	5
gates resized	16	0
pin swaps	2	0
Power is estimated from default activity; no workload was simulated.
