==> flow/design.v <==
package uart_pkg;
  parameter DATA_WIDTH = 8;
  parameter FIFO_DEPTH = 16;
  parameter CLK_PERIOD = 10;   
  parameter BAUD_DIV = 104;   
  parameter BAUD_CLK_PERIOD = CLK_PERIOD * BAUD_DIV;
  typedef enum logic [1:0] {
    IDLE,
    SENDING_START,
    SENDING_DATA,
    SENDING_STOP
  } state_t;
endpackage
module rf (
    input clk_i,
    input rst_ni,
    input rw_en_i,
    input [4:0] r1_addr_i,
    input [4:0] r2_addr_i,
    input [4:0] waddr_i,
    input [31:0] wdata_i,
    output reg [31:0] r1_data_o,
    output reg [31:0] r2_data_o
);
  reg     [31:0] registers[31:0];
  integer        i;
  always @(*) begin
    r1_data_o = registers[r1_addr_i];
    r2_data_o = registers[r2_addr_i];
  end
  always @(posedge clk_i) begin
    if (!rst_ni) begin
      for (i = 0; i < 32; i = i + 1) begin
        registers[i] <= 0;
      end
    end else if (rw_en_i && waddr_i != 0) begin
      registers[waddr_i] <= wdata_i;
    end
  end
endmodule
==> flow/run.sh <==
#!/bin/bash
# OpenROAD 26Q1-2900-gdf79404cd8, Yosys 0.63+post, stock flow scripts
make -C /OpenROAD-flow-scripts/flow DESIGN_CONFIG=/design/flow/config.mk WORK_HOME=/design/flow/orfs finish
==> flow/config.mk <==
export PLATFORM = sky130hd
export DESIGN_NAME = rf
export DESIGN_NICKNAME = rf
export VERILOG_FILES = /design/flow/design.v
export SDC_FILE = /design/flow/constraint.sdc
export NUM_CORES = 4
export LEC_CHECK = 1
export CORE_UTILIZATION = 30
==> flow/constraint.sdc <==
current_design rf

set clk_period 19.2
set clk_io_pct 0.2

create_clock -name clk0 -period $clk_period [get_ports {clk_i}]

set non_clock_inputs [all_inputs -no_clocks]
set_input_delay [expr $clk_period * $clk_io_pct] -clock clk0 $non_clock_inputs
set_output_delay [expr $clk_period * $clk_io_pct] -clock clk0 [all_outputs]
==> results.sh <==
# implementation run metrics
export IMPL_syn_avg_cell_area_sq_um=12.1
export IMPL_synth_largest_area_cell="edfxtp_1"
export IMPL_synthCells=4609
export IMPL_routedWlPerCell_um=28.4
export IMPL_numCtsBuffers=110
export IMPL_slew_viol_final=0
export IMPL_track_usage_pct=22.6
export IMPL_min_period_ns=12.11
export IMPL_drtAntennaViolNets=0
export IMPL_startpoint="r2_addr_i[1]"
export IMPL_fmax_ghz=0.0826
export IMPL_fp_util_pct=30.3
export IMPL_start_kind="input port"
export IMPL_cts_tree="yes"
export IMPL_status="complete, no violations"
export IMPL_slowest_stage="buf_4"
export IMPL_clockBufferDepth=3
export IMPL_setup_ws_ns=7.09
export IMPL_std_cell_rows=157
export IMPL_maxUsedRoutingLayer="met5"
export IMPL_core_area_sq_um=184000
export IMPL_ir_worst_vdd_mv=0.0745
export IMPL_yosys_warnings=1
export IMPL_path_clk_slew_ns=0.06
export IMPL_antenna_found_initial=14
export IMPL_wirelength_um=203000
export IMPL_path_max_fanout=62
export IMPL_dpl_hpwl_um=117000
export IMPL_seqCellArea_sq_um=30700
export IMPL_ys_cells=4609
export IMPL_clock_power_share_pct=38.4
export IMPL_tightest_slew_ns=0.978
export IMPL_met1_length_um=69900
export IMPL_seqPwrFrac_pct=49.3
export IMPL_vias_per_cell=5.35
export IMPL_drc=0
export IMPL_cap_violations=0
export IMPL_yosysChipArea_sq_um=55700
export IMPL_gp_congestion=0.905
export IMPL_cp_required_ns=15.36
export IMPL_hp_class="input port to register"
export IMPL_fp_dieW_um=433
export IMPL_critical_path_class="input port to primary output"
export IMPL_drive_gt1_share_pct=8.52
export IMPL_cts_num_sinks=1024
export IMPL_io_pins=114
export IMPL_ys_seq_share_pct=55.2
export IMPL_internal_power_mw=3.97
export IMPL_power_frac_comb_pct=12.3
export IMPL_crit_arrival_ns=8.27
export IMPL_max_stage_delay_ns=0.73
export IMPL_rsz0062_at_grt="false"
export IMPL_htree_levels=3
export IMPL_synth_area_sq_um=55700
export IMPL_top_register="registers"
export IMPL_clock_root_buffer="clkbuf_16"
export IMPL_combGateArea_sq_um=23600
export IMPL_largestRegisters="registers x1024"
export IMPL_dr_pass1_iters=7
export IMPL_grt_pass1_vias=39300
export IMPL_largest_reg_flops=1024
export IMPL_synth_area_top_cells="edfxtp_1, mux2i_1, and2_1"
export IMPL_async_reset_ff_share_pct=0
export IMPL_tool_warnings=26
export IMPL_grt_pass1_wl_um=285000
export IMPL_wl_met2_um=93000
export IMPL_cts_hold_buf=0
export IMPL_max_slew_margin_rel_pct=34.6
export IMPL_synth_flop_count=1024
export IMPL_synth_distinct_cells=32
export IMPL_crit_chain="buf_8 > buf_4 > buf_4 > buf_4 > mux2i_1 > a22o_1 > nor3_1 > a31oi_1 > nand3_1 > clkdlybuf4s50_1"
export IMPL_fin_crit_sh_pct=63.1
export IMPL_tns_ns=0
export IMPL_top_area_share_pct=55.2
export IMPL_top_cells_by_count="edfxtp_1, mux2i_1, and2_1, clkbuf_1, nand2_1"
export IMPL_netSwitchingFraction_pct=26.1
export IMPL_n_fill_cell=17600
export IMPL_end_kind="primary output"
export IMPL_io_buffers=113
export IMPL_power_density_nw_per_um2=84.7
export IMPL_post_place_ws_ns=7.18
export IMPL_p_sw_mw=1.40
export IMPL_cts_resized=0
export IMPL_syn2layout_area_growth_pct=13.8
export IMPL_met3_wirelength_um=29400
export IMPL_drt_initial_drc_count=2570
export IMPL_hold_violations=0
export IMPL_die_area_sq_um=187000
export IMPL_dieHeight_um=433
export IMPL_finalSetupViolations=0
export IMPL_edf_count=1024
export IMPL_grt_max_degree=98
export IMPL_cp_endpoint="r2_data_o[7]"
export IMPL_timing_critical_path_mode_cell="buf_4"
export IMPL_leakage_nw=24.0
export IMPL_grt_overflow=0
export IMPL_postCtsSetupBuffers=0
export IMPL_yosys_most_used_dff="edfxtp_1"
export IMPL_dr_total_vias=38200
[power by group through the flow]
stage	logic, mW	clock network [mW]	registers [mW]
6_report	0.660	2.06	2.65
5_1_grt	0.695	2.16	2.66
4_1_cts	0.657	2.09	2.65
[area by class of cell]
cell class                      instances  share of cell area, %
Inverter                                1                0.00592
Tap cell                             2464                   4.86
Multi-Input combinational cell       3165                   37.2
Clock buffer                          140                   4.52
Timing Repair Buffer                  282                   3.98
Antenna cell                           12                 0.0474
Clock inverter                         62                  0.886
Sequential cell                      1024                   48.5
[cell families (layout without fill, tap and decap cells)]
family	after synthesis	count (layout)	synth area share, %
flops	1024	1024	55.2
compound gates	607	607	7.32
simple gates	1502	1502	15.4
other cells	1	44	0.00673
buf+inv	451	485	3.71
mux	1024	1024	18.4
[metal layers]
metal	vias to the layer above	GRT usage, %
li1	16900	-
met1	18500	25.9
met2	2296	34.3
met3	535	13.5
met4	16	9.09
met5	-	1.95
[through the flow]
| step | power [mW] | util (%) | std cells | area (sq um) | hold WS [ns] |
|---|---|---|---|---|---|
| 2_1_floorplan | 3.05 | - | 4640 | 55800 | 4.04 |
| 3_3_place_gp | 3.34 | 32.6 | 6936 | 59900 | 4.55 |
| 3_5_place_dp | 3.35 | 32.6 | 6936 | 59900 | 4.57 |
| 4_1_cts | 5.39 | 34.5 | 7138 | 63300 | 3.77 |
| 5_1_grt | 5.52 | 34.5 | 7142 | 63400 | 3.83 |
| 6_report | 5.37 | 34.5 | 7150 | 63400 | 3.81 |
[worst min-delay path by stage]
stage                   from           endpoint  slack, ns  cells after the start
after global routing  rst_ni  registers[10][11]       3.83                      2
after CTS             rst_ni  registers[10][11]       3.77                      2
final                 rst_ni  registers[10][11]       3.81                      2
[layout by cell type, fill, tap and decap left out, types with 4 or more instances in the layout]
cell,instances
mux2i_1,1024
edfxtp_1,1024
and2_1,992
nand2_1,194
nand3_1,193
a22oi_1,192
a21oi_1,192
buf_4,161
a22o_1,128
clkbuf_16,110
clkdlybuf4s50_1,110
nor3_1,64
a31oi_1,64
conb_1,32
o21ai_4,31
clkbuf_1,30
clkinv_1,27
nor2_4,24
clkinv_2,18
diode_2,12
nor2_2,9
buf_12,9
bufinv_16,7
nor2b_4,4
nand2b_2,4
[worst max-delay path: cells and delay by family]
kind | cells | cell delay, ns
mux | 1 | 0.18
compound gates | 2 | 0.34
buf+inv | 5 | 3.14
simple gates | 2 | 0.47
Power is estimated from default activity; no workload was simulated.
